===== design/flow/run.sh =====
#!/bin/bash
# OpenROAD 26Q1-2900-gdf79404cd8, Yosys 0.63+post, stock flow scripts
make -C /OpenROAD-flow-scripts/flow DESIGN_CONFIG=/design/flow/config.mk WORK_HOME=/design/flow/orfs finish

===== design/flow/config.mk =====
export PLATFORM = sky130hd
export DESIGN_NAME = async_fifo
export DESIGN_NICKNAME = async_fifo
export VERILOG_FILES = /design/flow/design.v
export SDC_FILE = /design/flow/constraint.sdc
export NUM_CORES = 4
export LEC_CHECK = 1
export CORE_UTILIZATION = 50

===== design/flow/constraint.sdc =====
current_design async_fifo

set clk_period 4.5
set clk_io_pct 0.2

create_clock -name clk0 -period $clk_period [get_ports {rclk}]
create_clock -name clk1 -period $clk_period [get_ports {wclk}]

set non_clock_inputs [all_inputs -no_clocks]
set_input_delay [expr $clk_period * $clk_io_pct] -clock clk0 $non_clock_inputs
set_output_delay [expr $clk_period * $clk_io_pct] -clock clk0 [all_outputs]

===== design/flow/design.v =====
module read_ptr_empty
#(
  parameter ADDRESS_SIZE = 4
)
(
  input  logic rinc, rclk, rrst_n,
  input  logic [ADDRESS_SIZE :0] rq2_write_ptr,
  output logic rempty,
  output logic [ADDRESS_SIZE-1:0] raddr,
  output logic [ADDRESS_SIZE :0] read_ptr
);
  logic [ADDRESS_SIZE:0] r_binary;
  logic [ADDRESS_SIZE:0] rgraynext, r_binarynext;
  always_ff @(posedge rclk or negedge rrst_n)
    if (!rrst_n)
      {r_binary, read_ptr} <= '0;
    else
      {r_binary, read_ptr} <= {r_binarynext, rgraynext};
  assign raddr = r_binary[ADDRESS_SIZE-1:0];
  assign r_binarynext = r_binary + (rinc & ~rempty);
  assign rgraynext = (r_binarynext>>1) ^ r_binarynext;
  assign rempty_val = (rgraynext == rq2_write_ptr);
  always_ff @(posedge rclk or negedge rrst_n)
    if (!rrst_n)
      rempty <= 1'b1;
    else
      rempty <= rempty_val;
endmodule
module write_ptr_full
#(
  parameter ADDRESS_SIZE = 4
)
(
  input  logic winc, wclk, wrst_n,
  input  logic [ADDRESS_SIZE :0] wq2_read_ptr,
  output logic wfull,
  output logic [ADDRESS_SIZE-1:0] waddr,
  output logic [ADDRESS_SIZE :0] write_ptr
);
  logic [ADDRESS_SIZE:0] wbin;
  logic [ADDRESS_SIZE:0] wgraynext, wbinnext;
  always_ff @(posedge wclk or negedge wrst_n)
    if (!wrst_n)
      {wbin, write_ptr} <= '0;
    else
      {wbin, write_ptr} <= {wbinnext, wgraynext};
  assign waddr = wbin[ADDRESS_SIZE-1:0];
  assign wbinnext = wbin + (winc & ~wfull);
  assign wgraynext = (wbinnext>>1) ^ wbinnext;
  assign wfull_val = (wgraynext == {~wq2_read_ptr[ADDRESS_SIZE:ADDRESS_SIZE-1], wq2_read_ptr[ADDRESS_SIZE-2:0]});
  always_ff @(posedge wclk or negedge wrst_n)
    if (!wrst_n)
      wfull <= 1'b0;
    else
      wfull <= wfull_val;
endmodule
module async_fifo
#(
  parameter DSIZE = 8,
  parameter ASIZE = 4
 )
(
  input  logic winc, wclk, wrst_n,
  input  logic rinc, rclk, rrst_n,
  input  logic [DSIZE-1:0] wdata,
  output logic [DSIZE-1:0] rdata,
  output logic wfull,
  output logic rempty
);
  logic [ASIZE-1:0] waddr, raddr;
  logic [ASIZE:0] write_ptr, read_ptr, wq2_read_ptr, rq2_write_ptr;
  sync_read2write sync_read2write (.*);
  sync_write2read sync_write2read (.*);
  fifo_memory #(DSIZE, ASIZE) fifo_memory (.*);
  read_ptr_empty #(ASIZE) read_ptr_empty (.*);
  write_ptr_full #(ASIZE) write_ptr_full (.*);
endmodule
module fifo_memory
#(
  parameter DATA_SIZE = 8,       
  parameter ADDRESS_SIZE = 4     
)
(
  input  logic winc, wfull, wclk,
  input  logic [ADDRESS_SIZE-1:0] waddr, raddr,
  input  logic [DATA_SIZE-1:0] wdata,
  output logic [DATA_SIZE-1:0] rdata
);
  localparam DEPTH = 1<<ADDRESS_SIZE;
  logic [DATA_SIZE-1:0] mem [0:DEPTH-1];
  assign rdata = mem[raddr];
  always_ff @(posedge wclk)
    if (winc && !wfull)
      mem[waddr] <= wdata;
endmodule
module sync_read2write
#(
  parameter ADDRESS_SIZE = 4
)
(
  input  logic wclk, wrst_n,
  input  logic [ADDRESS_SIZE:0] read_ptr,
  output logic [ADDRESS_SIZE:0] wq2_read_ptr
);
  logic [ADDRESS_SIZE:0] wq1_read_ptr;
  always_ff @(posedge wclk or negedge wrst_n)
    if (!wrst_n) 
        {wq2_read_ptr, wq1_read_ptr} <= 0;
    else 
        {wq2_read_ptr, wq1_read_ptr} <= {wq1_read_ptr, read_ptr};
endmodule
module sync_write2read
#(
  parameter ADDRESS_SIZE = 4
)
(
  input  logic rclk, rrst_n,
  input  logic [ADDRESS_SIZE:0] write_ptr,
  output logic [ADDRESS_SIZE:0] rq2_write_ptr
);
  logic [ADDRESS_SIZE:0] rq1_write_ptr;
  always_ff @(posedge rclk or negedge rrst_n)
    if (!rrst_n)
      {rq2_write_ptr,rq1_write_ptr} <= 0;
    else
      {rq2_write_ptr,rq1_write_ptr} <= {rq1_write_ptr,write_ptr};
endmodule

==> out/qor.yml <==
worstPathRequired_ps: 3600
final_hold_viol_count: 0
core_area_mm2: 0.0122
antenna_found_initial: 0
cpMaxStageDelayCell: "dfrtp_2"
switching_share_pct: 27.9
reg2reg_from: "read_ptr_empty.r_binary[0]$_DFF_PN0_"
top_cells_by_count: "edfxtp_1 (128), dfrtp_1 (39), mux4_2 (32), a22oi_1 (16), nor2_1 (15)"
synth.most_common_cell: "edfxtp_1"
postCtsSetupRepairBufs: 0
crit_type: "reg -> out"
wirelength_mm: 11.3
p_int_w: 0.00376
synthArstFlopShare_pct: 23.8
clkPwrFrac_pct: 29.7
drc: 0
slew_violations: 0
yosys_warnings: 7
syn-cell-area_mm2: 0.00636
holdBufCountCts: 0
place.gp.congestion: 0.809
row_count: 40
clock_sink_count: 168
synth-edff-count: 128
die_area_mm2: 0.0132
relSlewSlack_pct: 41.1
grt_use_total_pct: 21.8
maxCapViolations: 0
ys.flop_type: "edfxtp_1"
warning_count: 26
hpwl_mm: 7.22
grt_max_degree: 36
numSynthFlops: 168
ant_nets: 0
port_buffers: 22
syn_to_final_growth_pct: 18.6
pwr_density_cell_mw_per_mm2: 691
syn_inst: 322
routed-via-count: 2979
fp.dieH_um: 115
rsz0062_at_grt: "false"
p_comb_share_pct: 28.2
netlist.top_cell.by_area: "edfxtp_1"
ir_worst_vdd_mv: 0.399
clkTransAtPathRegs_ps: 50
synthTopCellsByArea: "edfxtp_1 (60%), dfrtp_1 (15%), mux4_2 (11%)"
fp.dieW_um: 115
finish.utilization_pct: 61.8
cts_tree: "done"
crit_fanout: 17
top_cell_area_share_pct: 60.4
leakage_nw: 2.66
seq_power_share_pct: 42.1
grt_pass1_wl_mm: 18.3
whs_ps: 181
crit_path_start: "read_ptr_empty.r_binary[0]$_DFF_PN0_"
finalSetupViolations: 0
yosys-stat-area_mm2: 0.00636
instances_no_fill: 552
path_cells: "buf_12 -> mux4_2 -> a22oi_1 -> nand2_1 -> clkdlybuf4s50_1"
synth_stat.cells: 322
power_switching_w: 0.00145
fp-utilization_pct: 52.1
io_pins: 24
fill_cells: 875
yosys.stat.seqShare_pct: 76.2
worst_slew_pin_slew_ps: 880
p_total_w: 0.00521
crit_arrival_ps: 2530
drtPass1Iterations: 4
detail_route.iter0.violations: 142
finalSetupTns_ps: 0
ctsResizeCount: 0
end_kind: "output port"
ys_types: 28
dpl.cell_count: 516
avgSynthCellArea_um2: 19.8
grt_pass1_vias: 3423
drive_gt1_share_pct: 22.7
cpPeakStageDelay_ps: 750
worstHoldStart: "read_ptr_empty.read_ptr[1]$_DFF_PN0_"
grt_overflow: 0
cp-start-kind: "register"
hp-class: "reg -> reg"
status: "finished, final reports clean"
wire_per_inst_um: 20.4
avgViaCountPerCell: 5.40
clock-skew-final_ps: 5.31
==> cell families (layout without fill, tap and decap cells) <==
| group | count (synthesis) | count (layout) | share of synthesized area (%) |
|---|---|---|---|
| multiplexers | 32 | 32 | 11.3 |
| flip-flops | 168 | 168 | 76.2 |
| AND-OR/OR-AND | 19 | 19 | 2.38 |
| AND/OR/NAND/NOR | 53 | 53 | 3.89 |
| buffers and inverters | 21 | 82 | 1.42 |
| XOR/XNOR | 25 | 25 | 4.01 |
| other | 0 | 1 | 0 |
| adder cells (fa/ha/maj) | 4 | 4 | 0.787 |
==> power groups by stage <==
stage | registers (W) | logic [W] | clock network, W
4_1_cts | 0.00220 | 0.00149 | 0.00158
5_1_grt | 0.00224 | 0.00161 | 0.00165
6_report | 0.00219 | 0.00147 | 0.00155
==> path summary, 6_finish.rpt <==
path	end	slack, ps	cells past startpoint
worst min-delay path	sync_read2write.wq1_read_ptr[1]$_DFF_PN0_	180	0
max in group asynchronous	read_ptr_empty.rempty$_DFF_PN1_	3260	2
max in group clk1	write_ptr_full.wfull$_DFF_PN0_	1760	9
worst max-delay path	rdata[7]	1070	5
min in group asynchronous	sync_read2write.wq1_read_ptr[1]$_DFF_PN0_	820	2
worst min register to register	sync_read2write.wq1_read_ptr[1]$_DFF_PN0_	180	0
min in group clk0	sync_write2read.rq2_write_ptr[4]$_DFF_PN0_	350	0
worst max register to register	read_ptr_empty.rempty$_DFF_PN1_	1840	7
==> area by class of cell <==
| type | instances | area [um2] | area share [%] |
|---|---|---|---|
| sequential | 168 | 4850 | 64.3 |
| multi-input combinational | 133 | 1430 | 18.9 |
| clock buffer | 23 | 522 | 6.92 |
| timing repair buffer | 41 | 375 | 4.98 |
| tap | 168 | 210 | 2.79 |
| clock inverter | 12 | 139 | 1.84 |
| inverter | 6 | 22.5 | 0.299 |
| antenna | 1 | 2.50 | 0.0332 |
==> metrics by stage <==
stage               worst slack, ps  area [um2]
finish                         1070        7540
global route                    860        7540
CTS                             987        7540
detailed placement             1260        6880
global placement               1260        6880
floorplan                      1970        6360
==> critical path, delay by kind of cell (launching register included) <==
family / cells / cell delay [ps]
buffers and inverters: 2 / 680
AND-OR/OR-AND: 1 / 230
AND/OR/NAND/NOR: 1 / 100
multiplexers: 1 / 510
flip-flops: 1 / 750
==> registers in the layout, summed over array words and instances, names as in the netlist <==
register	count
fifo_memory.mem	128
read_ptr_empty.r_binary	4
read_ptr_empty.read_ptr	5
read_ptr_empty.rempty	1
sync_read2write.wq1_read_ptr	5
sync_read2write.wq2_read_ptr	5
sync_write2read.rq1_write_ptr	5
sync_write2read.rq2_write_ptr	5
write_ptr_full.wbin	4
write_ptr_full.wfull	1
write_ptr_full.write_ptr	5
==> cells in the final DEF, fill, tap and decap left out, types with 2 or more instances in the layout <==
cell             Yosys  routed
edfxtp_1           128     128
dfrtp_1             39      38
mux4_2              32      32
clkdlybuf4s50_1      0      22
clkbuf_16            0      20
buf_4                0      18
a22oi_1             16      16
nor2_1              15      15
xor2_1              13      13
nand2_1             13      13
xnor2_1              9       9
nand3_1              8       8
inv_1                6       6
clkinv_2             0       6
or3_1                5       5
nor3_1               4       4
ha_1                 4       4
nand2b_1             3       3
bufinv_16            0       3
nor2b_1              2       2
clkinvlp_4           0       2
clkbuf_1             5       2
==> metal layers <==
layer  routed length, um  GRT usage, %  up-vias
met4                 177          2.77        0
li1                    -             -     1353
met5                   0             0        -
met2                5320          30.5      127
met1                4380          34.6     1481
met3                1410          13.3       18
Power and IR drop assume default switching activity.
